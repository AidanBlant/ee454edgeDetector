$ cat config.mk
export PLATFORM = sky130hd
export DESIGN_NAME = innerSobel
export DESIGN_NICKNAME = innerSobel
export VERILOG_FILES = /design/flow/design.v
export SDC_FILE = /design/flow/constraint.sdc
export NUM_CORES = 4
export LEC_CHECK = 1
export CORE_UTILIZATION = 30
export SYNTH_HDL_FRONTEND = slang
$ cat constraint.sdc
current_design innerSobel

set clk_period 11.9
set clk_io_pct 0.2

create_clock -name clk0 -period $clk_period

set non_clock_inputs [all_inputs -no_clocks]
set_input_delay [expr $clk_period * $clk_io_pct] -clock clk0 $non_clock_inputs
set_output_delay [expr $clk_period * $clk_io_pct] -clock clk0 [all_outputs]
$ cat design.v
module innerSobel( p0, p1, p2, p3, p5, p6, p7, p8, pOut);
input  [7:0] p0,p1,p2,p3,p5,p6,p7,p8;	 
output [7:0] pOut;			 
wire signed [10:0] gx,gy;    		 
wire signed [10:0] abs_gx,abs_gy;	 
wire [10:0] sum;			 
assign gx=( (p0*1)+(p1*0)+(p2*-1)+(p3*2)+(p5*-2)+(p6*1)+(p7*0)+(p8*-1) ); 
assign gy=( (p0*1)+(p1*2)+(p2*1)+(p3*0)+(p5*-0)+(p6*-1)+(p7*-2)+(p8*-1) ); 
assign abs_gx = (gx[10]? ~gx+1 : gx);	 
assign abs_gy = (gy[10]? ~gy+1 : gy);	 
assign sum = (abs_gx+abs_gy);				 
assign pOut = (sum>8'd255)? 8'd255: sum[7:0];	 
endmodule
$ cat run.sh
#!/bin/bash
# OpenROAD 26Q1-2900-gdf79404cd8, Yosys 0.63+post, stock flow scripts
make -C /OpenROAD-flow-scripts/flow DESIGN_CONFIG=/design/flow/config.mk WORK_HOME=/design/flow/orfs finish
==> results.ini <==
[layout]
syn2layout_area_growth_pct=48.9
drive_above_1_share=0.313
area.sequential_sq_um=0
logic_area_sq_um=4740
final.clkbuf_count=0
final.fill_count=1498
total_non_filler_cell_area_in_the_finished_layout_sq_um=7410
ff_count=0

[route]
route.vias.total=4127
remaining_drc_errors=0
antenna_cells=0
drt_iter0_drc=89
via_per_inst=4.21
routed_wire_length_um=11000
routed_wire_length_per_instance_um=11.2
drt_pre_antenna_iters=4
drtAntennaViolNets=0

[timing]
maxClockFrequency_ghz=0.0818
timing.final.max_slew_violations=0
period_minus_slack_ns=12.23
final-setup-viol-count=8
worst_slew_pin_slew_ns=0.393
final_layout_setup_total_negative_slack_ns=-2.53
setup_ws_ns=-0.326
tightest_slew_margin_relative_to_the_limit=0.738
finalClockPeriodUsage=1.03
hold_viol=0
unrepaired_setup_endpoints_after_global_routing=true
hold_slack_ns=5.96

[grt]
grt_antenna_before_repair=0
grt_pass1_wl_um=20000
grt_start_max_net_pins=9
grt_usage=0.153
grt_remaining_overflow=0
vias_in_the_first_global_route=4484

[synthesis]
netlist.top_cell.by_area=fa_1
synth-warning-count=0
synth.top_cells.by_area=fa_1 (38%), ha_1 (18%), inv_1 (13%)
yosys.stat.seqShare=0
yosysChipArea_sq_um=4980
syn_std_cell_area_sq_um=4980
syn_avg_cell_area_sq_um=9.02
yosysTopAreaCellShare=0.382
synth.yosys.num_cells=552
yosysUniqueCellTypes=43
synth_cells=552

[outcome]
violations=setup timing
status=finished with violations

[place]
placement.io_buffers=72
final_weighted_congestion_of_routability_driven_global_placement=0.823
dpl-instance-area_sq_um=6830
dp.final_hpwl_um=9910

[min_path]
type_of_the_tightest_min_delay_check=in2out
hold-path-cell-count=7
hold_start=p0[0]

[run]
openroad_warning_count=35
max_cap_violations=0

[critical_path]
worst_path_most_repeated_cell=fa_1
cp-end-kind=output port
critical-path-slowest-cell=fa_1
crit_path_start=p7[0]
critical_path_peak_fanout=7
crit_required_ns=9.52
slowest_delay_ns=0.51
worst_setup_path_start_kind=primary input
worst-endpoint-arrival_ns=9.85
critical_setup_path_kind=in2out

[die]
chipWidth_um=131
floorplan.core_area_sq_um=16100
num_rows=46
die_y_um=131
design.die.area_sq_um=17100
top_level_ports=72
fp-utilization=0.310

[layer usage]
layer | share of wire | up-vias | track usage | wire length (um)
li1 | - | 2147 | - | -
met1 | 0.50 | 1917 | 0.227 | 5450
met4 | 0 | 0 | 0 | 0
met5 | 0 | - | 0 | 0
met2 | 0.45 | 63 | 0.255 | 4960
met3 | 0.053 | 0 | 0.0286 | 587
[cell usage after synthesis, types with 2 or more instances]
cell type  instances
inv_1            170
fa_1              95
ha_1              72
xnor2_1           38
a21oi_1           26
nor2_1            26
xor2_1            21
a21o_1            13
nand2_1            8
nor3_1             8
o211ai_1           8
a211o_1            5
a31oi_1            5
o21ai_0            5
or2_2              5
a211oi_1           4
o21bai_1           4
or3_1              4
and2_1             3
o21a_1             3
xnor3_1            3
and3_1             2
nand3_1            2
nor3b_1            2
o31a_1             2
[worst max-delay path: cells and delay by family]
kind            cells  cell delay (ns)
compound gates     10             1.91
buf+inv             7             0.87
fa+ha+maj           9             3.67
simple gates        5             0.71
xor+xnor            2             0.30
[worst paths after layout]
path       to  slack, ns
max   pOut[2]      -0.33
min   pOut[1]       5.96
[metrics by stage]
stage	cells	util	worst slack, ns
2_1_floorplan	552	-	0.00281
3_3_place_gp	946	0.425	-1.14
3_5_place_dp	946	0.425	-1.22
4_1_cts	976	0.455	-0.384
5_1_grt	980	0.462	-0.603
6_report	980	0.462	-0.326
[placed cells by master (no fill, tap or decap), types with 9 or more instances in the layout]
| cell | n |
|---|---|
| a21o_1 | 13 |
| a21oi_1 | 17 |
| buf_2 | 13 |
| buf_4 | 131 |
| buf_6 | 11 |
| clkdlybuf4s50_1 | 48 |
| fa_1 | 90 |
| ha_1 | 57 |
| ha_4 | 13 |
| inv_1 | 152 |
| inv_2 | 18 |
| nor2_1 | 21 |
| xnor2_1 | 29 |
| xnor2_2 | 9 |
| xor2_1 | 18 |
[cells by family (layout without fill, tap and decap cells)]
group           Yosys count  count (layout)  synth area share
buf+inv                 172             384             0.131
fa+ha+maj               167             167             0.563
compound gates           84              84             0.115
simple gates             66              66            0.0688
xor+xnor                 63              63             0.122
[cell type report]
cell class         count  area share
inverters            170      0.0861
multi-input cells    380       0.639
well taps            216      0.0365
repair buffers       214       0.238
[timing repair]
| action | CTS | global route |
|---|---|---|
| endpoints found under the setup margin | 8 | 8 |
| hold endpoints to repair | 0 | 0 |
| resized | 133 | 22 |
| cloned | 0 | 0 |
| hold buffers | 0 | 0 |
| pin swaps | 82 | 43 |
| buffers inserted | 31 | 4 |
